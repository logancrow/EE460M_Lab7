$ cat flow/config.mk
export PLATFORM = sky130hd
export DESIGN_NAME = Complete_MIPS
export DESIGN_NICKNAME = Complete_MIPS
export VERILOG_FILES = /design/flow/design.v
export SDC_FILE = /design/flow/constraint.sdc
export NUM_CORES = 4
export LEC_CHECK = 1
export CORE_UTILIZATION = 40
export SYNTH_MEMORY_MAX_BITS = 65536
$ cat flow/constraint.sdc
current_design Complete_MIPS

set clk_period 209.8
set clk_io_pct 0.2

create_clock -name clk0 -period $clk_period [get_ports {CLK}]

set non_clock_inputs [all_inputs -no_clocks]
set_input_delay [expr $clk_period * $clk_io_pct] -clock clk0 $non_clock_inputs
set_output_delay [expr $clk_period * $clk_io_pct] -clock clk0 [all_outputs]
$ cat flow/design.v
`timescale 1ns / 1ps
module Complete_MIPS(CLK, RST, HALT, r1);
  input CLK;
  input RST;
  input HALT;
  output [7:0] r1;
  wire CS, WE, clk8hz;
  wire [6:0] ADDR;
  wire [31:0] Mem_Bus;
  wire [31:0] rout;
  assign r1 = rout[7:0];
  clkdiv8hz c0 (CLK,clk8hz);
  MIPS CPU(clk8hz, RST, CS, WE, ADDR, Mem_Bus, rout, HALT);
  Memory MEM(CS, WE, clk8hz, ADDR, Mem_Bus);
endmodule
module Memory(CS, WE, CLK, ADDR, Mem_Bus);
  input CS;
  input WE;
  input CLK;
  input [6:0] ADDR;
  inout [31:0] Mem_Bus;
  reg [31:0] data_out;
  reg [31:0] RAM [0:127];
  initial
  begin
    RAM[0] = 32'h30420000;
    RAM[1] = 32'h20420080;
    RAM[2] = 32'h30210000;
    RAM[3] = 32'h20210001;
    RAM[4] = 32'h00010840;
    RAM[5] = 32'h1422FFFE;
    RAM[6] = 32'h000109C2;
    RAM[7] = 32'h0BFFFFFC;
  end
  assign Mem_Bus = ((CS == 1'b0) || (WE == 1'b1)) ? 32'bZ : data_out;
  always @(negedge CLK)
  begin
    if((CS == 1'b1) && (WE == 1'b1))
      RAM[ADDR] <= Mem_Bus[31:0];
    data_out <= RAM[ADDR];
  end
endmodule
module REG(CLK, RegW, DR, SR1, SR2, Reg_In, ReadReg1, ReadReg2, r1);
  input CLK;
  input RegW;
  input [4:0] DR;
  input [4:0] SR1;
  input [4:0] SR2;
  input [31:0] Reg_In;
  output reg [31:0] ReadReg1;
  output reg [31:0] ReadReg2;
  output [31:0] r1;
  reg [31:0] REG [0:31];
  integer i;
  assign r1 = REG[1];
  initial begin
    ReadReg1 = 0;
    ReadReg2 = 0;
  end
  always @(posedge CLK)
  begin
    if(RegW == 1'b1)
      REG[DR] <= Reg_In[31:0];
    ReadReg1 <= REG[SR1];
    ReadReg2 <= REG[SR2];
  end
endmodule
module MIPS (CLK, RST, CS, WE, ADDR, Mem_Bus, r1, HALT);
  input CLK, RST;
  output reg CS, WE;
  output [6:0] ADDR;
  inout [31:0] Mem_Bus;
  output [31:0] r1;
  input HALT;
  parameter add = 6'b100000;
  parameter sub = 6'b100010;
  parameter xor1 = 6'b100110;
  parameter and1 = 6'b100100;
  parameter or1 = 6'b100101;
  parameter slt = 6'b101010;
  parameter srl = 6'b000010;
  parameter sll = 6'b000000;
  parameter jr = 6'b001000;
  parameter addi = 6'b001000;
  parameter andi = 6'b001100;
  parameter ori = 6'b001101;
  parameter lw = 6'b100011;
  parameter sw = 6'b101011;
  parameter beq = 6'b000100;
  parameter bne = 6'b000101;
  parameter j = 6'b000010;
  parameter R = 2'd0;
  parameter I = 2'd1;
  parameter J = 2'd2;
  reg [5:0] op, opsave;
  wire [1:0] format;
  reg [31:0] instr, alu_result;
  reg [6:0] pc, npc;
  wire [31:0] imm_ext, alu_in_A, alu_in_B, reg_in, readreg1, readreg2;
  reg [31:0] alu_result_save;
  reg alu_or_mem, alu_or_mem_save, regw, writing, reg_or_imm, reg_or_imm_save;
  reg fetchDorI;
  wire [4:0] dr;
  reg [2:0] state, nstate;
  assign imm_ext = (instr[15] == 1)? {16'hFFFF, instr[15:0]} : {16'h0000, instr[15:0]}; 
  assign dr = (format == R)? instr[15:11] : instr[20:16];  
  assign alu_in_A = readreg1;
  assign alu_in_B = (reg_or_imm_save)? imm_ext : readreg2;  
  assign reg_in = (alu_or_mem_save)? Mem_Bus : alu_result_save;  
  assign format = (instr[31:26] == 6'd0)? R : ((instr[31:26] == 6'd2)? J : I);
  assign Mem_Bus = (writing)? readreg2 : 32'bZZZZZZZZZZZZZZZZZZZZZZZZZZZZZZZZ;
  assign ADDR = (fetchDorI)? pc : alu_result_save[6:0];  
  REG Register(CLK, regw, dr, instr[25:21], instr[20:16], reg_in, readreg1, readreg2, r1);
  initial begin
    op = and1; opsave = and1;
    state = 3'b0; nstate = 3'b0;
    alu_or_mem = 0;
    regw = 0;
    fetchDorI = 0;
    writing = 0;
    reg_or_imm = 0; reg_or_imm_save = 0;
    alu_or_mem_save = 0;
  end
  always @(*)
  begin
    fetchDorI = 0; CS = 0; WE = 0; regw = 0; writing = 0; alu_result = 32'd0;
    npc = pc; op = jr; reg_or_imm = 0; alu_or_mem = 0; nstate = 3'd0;
    case (state)
      0: begin  
        if(HALT) nstate = 3'd0;
        else begin
        npc = pc + 7'd1; CS = 1; nstate = 3'd1; 
        fetchDorI = 1;
        end
      end
      1: begin  
        nstate = 3'd2; reg_or_imm = 0; alu_or_mem = 0;
        if (format == J) begin  
          npc = instr[6:0];
          nstate = 3'd0;
        end
        else if (format == R)  
          op = instr[5:0];
        else if (format == I) begin  
          reg_or_imm = 1;
          if(instr[31:26] == lw) begin
            op = add;
            alu_or_mem = 1;
          end
          else if ((instr[31:26] == lw)||(instr[31:26] == sw)||(instr[31:26] == addi)) op = add;
          else if ((instr[31:26] == beq)||(instr[31:26] == bne)) begin
            op = sub;
            reg_or_imm = 0;
          end
          else if (instr[31:26] == andi) op = and1;
          else if (instr[31:26] == ori) op = or1;
        end
      end
      2: begin  
        nstate = 3'd3;
        if (opsave == and1) alu_result = alu_in_A & alu_in_B;
        else if (opsave == or1) alu_result = alu_in_A | alu_in_B;
        else if (opsave == add) alu_result = alu_in_A + alu_in_B;
        else if (opsave == sub) alu_result = alu_in_A - alu_in_B;
        else if (opsave == srl) alu_result = alu_in_B >> instr[10:6];
        else if (opsave == sll) alu_result = alu_in_B << instr[10:6];
        else if (opsave == slt) alu_result = (alu_in_A < alu_in_B)? 32'd1 : 32'd0;
        else if (opsave == xor1) alu_result = alu_in_A ^ alu_in_B;
        if (((alu_in_A == alu_in_B)&&(instr[31:26] == beq)) || ((alu_in_A != alu_in_B)&&(instr[31:26] == bne))) begin
          npc = pc + imm_ext[6:0];
          nstate = 3'd0;
        end
        else if ((instr[31:26] == bne)||(instr[31:26] == beq)) nstate = 3'd0;
        else if (opsave == jr) begin
          npc = alu_in_A[6:0];
          nstate = 3'd0;
        end
      end
      3: begin  
        nstate = 3'd0;
        if ((format == R)||(instr[31:26] == addi)||(instr[31:26] == andi)||(instr[31:26] == ori)) regw = 1;
        else if (instr[31:26] == sw) begin
          CS = 1;
          WE = 1;
          writing = 1;
        end
        else if (instr[31:26] == lw) begin
          CS = 1;
          nstate = 3'd4;
        end
      end
      4: begin
        nstate = 3'd0;
        CS = 1;
        if (instr[31:26] == lw) regw = 1;
      end
    endcase
  end  
  always @(posedge CLK) begin
    if (RST) begin
      state <= 3'd0;
      pc <= 7'd0;
    end
    else begin
      state <= nstate;
      pc <= npc;
    end
    if (state == 3'd0) instr <= Mem_Bus;
    else if (state == 3'd1) begin
      opsave <= op;
      reg_or_imm_save <= reg_or_imm;
      alu_or_mem_save <= alu_or_mem;
    end
    else if (state == 3'd2) alu_result_save <= alu_result;
  end  
endmodule
module clkdiv8hz(
    input clk, 
    output reg clk_out
    );
    reg [26:0] COUNT;
    initial begin
    COUNT = 0;
    end
    always @(posedge clk)
    begin
        if (COUNT == 499999) begin
        clk_out = ~clk_out;
        COUNT = 0;
        end
    else COUNT = COUNT + 1;
    end
endmodule
$ cat flow/run.sh
#!/bin/bash
# OpenROAD 26Q1-2900-gdf79404cd8, Yosys 0.63+post, stock flow scripts
make -C /OpenROAD-flow-scripts/flow DESIGN_CONFIG=/design/flow/config.mk WORK_HOME=/design/flow/orfs finish
==> out/qor.txt <==
Synth Area in XOR/XNOR = 0.239%
Post-synth EDFFs = 5193
Async SR Flop Fraction = 0%
MUX share of area = 8.97%
Main flop type = edfxtp_1
Syn. warnings = 6
Ys flops = 5326
Distinct cells, synth = 89
Halt Stage = 1_2_yosys
Run Error = ERROR: Found 32 problems in 'check -assert'.
Post-synthesis chip area from yosys = 213000 µm²
Seq/Total Area, Yosys = 74.6%
Top non-seq family = AND-OR/OR-AND gates
Yosys Instances = 12100
Adder Share, Synth = 0.640%
Basic Gates by Area = 3.18%
Synth Area in Compound Gates = 10.5%
Run status = stopped before the end
## kinds of logic after synthesis
family	after synthesis
AND/OR/NAND/NOR	1489
multiplexers	1064
AND-OR/OR-AND	3093
adder cells (fa/ha/maj)	107
flip-flops	5326
buffers and inverters	948
XOR/XNOR	58
## synthesized netlist by cell type (13+ instances only)
cell	instances	area, µm²
edfxtp_1	5193	156000
nand2_1	554	2080
or2_2	13	81.3
a2111oi_0	15	131
a21o_1	27	203
ha_1	104	1300
o21a_1	13	97.6
o211ai_1	98	736
o2111ai_1	39	342
a221oi_1	314	2750
inv_1	115	432
a31oi_1	217	1360
mux4_2	657	14800
nor4_1	45	282
nor2b_1	30	188
nor2_1	392	1470
mux2i_1	263	2630
and3_1	19	119
nand3_1	176	881
a222oi_1	23	230
o22ai_1	48	300
xnor2_1	39	342
buf_1	177	664
nor3b_1	17	128
a22o_1	260	2280
a221o_1	16	160
a211oi_1	45	338
dfxtp_1	133	2660
nor3_1	53	265
nand4_1	77	482
o221ai_1	34	298
a21oi_1	360	1800
or3_1	28	175
clkbuf_1	403	1510
buf_2	223	1120
nand2b_1	34	213
o31ai_1	17	128
a22oi_1	1154	8660
a41oi_1	17	149
mux2_2	138	1550
buf_4	16	120
xor2_1	19	166
o21ai_0	285	1430
